**design/flow/config.mk**
```make
export PLATFORM = sky130hd
export DESIGN_NAME = kernel_top
export DESIGN_NICKNAME = kernel_top
export VERILOG_FILES = /design/flow/design.v
export SDC_FILE = /design/flow/constraint.sdc
export NUM_CORES = 4
export LEC_CHECK = 1
export CORE_UTILIZATION = 30
```
**design/flow/constraint.sdc**
```tcl
current_design kernel_top

set clk_period 7.3
set clk_io_pct 0.2

create_clock -name clk0 -period $clk_period [get_ports {ap_clk}]

set non_clock_inputs [all_inputs -no_clocks]
set_input_delay [expr $clk_period * $clk_io_pct] -clock clk0 $non_clock_inputs
set_output_delay [expr $clk_period * $clk_io_pct] -clock clk0 [all_outputs]
```
**design/flow/design.v**
```verilog
module kernel_top #(
  parameter integer C_S_AXI_CONTROL_ADDR_WIDTH = 12 ,
  parameter integer C_S_AXI_CONTROL_DATA_WIDTH = 32 
)(
    input  logic                                    ap_clk,
    input  logic                                    ap_rst_n,
    output logic                                    interrupt,
    input  logic                                    s_axi_control_awvalid,
    output logic                                    s_axi_control_awready,
    input  logic [C_S_AXI_CONTROL_ADDR_WIDTH-1:0]   s_axi_control_awaddr ,
    input  logic                                    s_axi_control_wvalid ,
    output logic                                    s_axi_control_wready ,
    input  logic [C_S_AXI_CONTROL_DATA_WIDTH-1:0]   s_axi_control_wdata  ,
    input  logic [C_S_AXI_CONTROL_DATA_WIDTH/8-1:0] s_axi_control_wstrb  ,
    input  logic                                    s_axi_control_arvalid,
    output logic                                    s_axi_control_arready,
    input  logic [C_S_AXI_CONTROL_ADDR_WIDTH-1:0]   s_axi_control_araddr ,
    output logic                                    s_axi_control_rvalid ,
    input  logic                                    s_axi_control_rready ,
    output logic [C_S_AXI_CONTROL_DATA_WIDTH-1:0]   s_axi_control_rdata  ,
    output logic [2-1:0]                            s_axi_control_rresp  ,
    output logic                                    s_axi_control_bvalid ,
    input  logic                                    s_axi_control_bready ,
    output logic [2-1:0]                            s_axi_control_bresp  ,
    output logic [7:0]                              pmod
);
    localparam int COUNT_WIDTH = 32;
    logic [COUNT_WIDTH-1:0] counter_q;
    logic axi_read_active;
    logic valid_read_req;
    logic [31:0] read_data;
    always_ff @(posedge ap_clk or negedge ap_rst_n)
        if (!ap_rst_n) counter_q <= '0;
        else counter_q <= counter_q + COUNT_WIDTH'(1);
    assign pmod = counter_q[24+:8];
    assign valid_read_req = s_axi_control_arvalid && s_axi_control_arready;
    always_ff @(posedge ap_clk or negedge ap_rst_n) begin : axi_slave
        if (!ap_rst_n) begin
            axi_read_active       <= '0;
            s_axi_control_arready <= '1;
            read_data             <= '0;
            s_axi_control_bvalid  <= '0;
        end else begin
            case(axi_read_active)
                1'b0 : begin
                    s_axi_control_arready <= '1;
                    axi_read_active       <=  valid_read_req;
                    read_data             <=  |s_axi_control_araddr ? 32'hdeadbeef : 32'hb00bcafe;
                end
                1'b1 : begin
                    s_axi_control_arready <=  s_axi_control_rready;
                    axi_read_active       <= !s_axi_control_rready;
                end
            endcase
            s_axi_control_bvalid <= s_axi_control_wvalid;
        end
    end
    assign s_axi_control_bresp  = '0; 
    assign s_axi_control_rvalid = axi_read_active;
    assign s_axi_control_rdata  = read_data;
    assign s_axi_control_rresp  = '0;
    assign s_axi_control_awready = '1;
    assign s_axi_control_wready  = '1;
    assign interrupt = '0;
endmodule
```
**design/flow/run.sh**
```bash
#!/bin/bash
# OpenROAD 26Q1-2900-gdf79404cd8, Yosys 0.63+post, stock flow scripts
make -C /OpenROAD-flow-scripts/flow DESIGN_CONFIG=/design/flow/config.mk WORK_HOME=/design/flow/orfs finish
```
==> results.sh <==
# source this file to load flow results
export IMPL_async_flop_share_pct=100
export IMPL_ys_sh_xor_pct=12.6
export IMPL_drive_above_1_share_pct=9.46
export IMPL_ioPinCount=117
export IMPL_dieHeight_um=85.5
export IMPL_period_used_pct=38.5
export IMPL_crit_start="read_data[28]"
export IMPL_setup_total_negative_slack_ns=0
export IMPL_dp_slack_ns=4.71
export IMPL_synthTopLogicFamily="simple AND/OR/NAND/NOR gates"
export IMPL_setup_ws_ns=4.49
export IMPL_num_vias=1312
export IMPL_drc=0
export IMPL_status="completed"
export IMPL_clkSlewWorstSetupHoldPaths_ns=0.07
export IMPL_critPathMaxStageDelay_ns=0.54
export IMPL_ys_sh_adder_pct=0.599
export IMPL_avgSynthCellArea_um2=10.7
export IMPL_leakage_nw=1.18
export IMPL_end_kind="output port"
export IMPL_post_dp_hpwl_um=2240
export IMPL_timing_final_crit_period_ns=2.81
export IMPL_cts_root_buffer="clkbuf_8"
export IMPL_rrSetupSlack_ns=5.66
export IMPL_post_synth_and_or_nand_nor_area_fraction_pct=22.3
export IMPL_final_common_cell="clkdlybuf4s50_1"
export IMPL_clock_sinks=38
export IMPL_numPortBuffers=55
export IMPL_max_freq_ghz=0.355
export IMPL_cts_hold_buf=0
export IMPL_netlist_instances=196
export IMPL_cp_num_cells=1
export IMPL_path_class="register to output port"
export IMPL_post_cts_buffers=0
export IMPL_final_hold_viol_count=0
export IMPL_critPathBufInv=1
export IMPL_min_path_type="register to register"
export IMPL_ant_nets=0
export IMPL_via_per_inst=4.34
export IMPL_path_cells="clkdlybuf4s50_1"
export IMPL_edf_count=0
export IMPL_cts_buffers=5
export IMPL_rows=30
export IMPL_stdcell_count=302
export IMPL_wire_per_inst_um=10.6
export IMPL_cts_tree="yes"
export IMPL_initCoreUtil_pct=30.9
export IMPL_htree_levels=2
export IMPL_grt_pass1_wl_um=5660
export IMPL_yosysSeqAreaShare_pct=45.6
export IMPL_synth_area_mm2=0.00209
export IMPL_num_antenna_cells=0
export IMPL_synth_chip_area_mm2=0.00209
export IMPL_place_inst=294
export IMPL_grt_max_degree=39
export IMPL_antenna_found_initial=0
export IMPL_fillers=666
export IMPL_finalSetupViolCount=0
export IMPL_warnings=75
export IMPL_grt_remaining_overflow=0
export IMPL_holdWs_ns=0.463
export IMPL_ys_sh_mux_pct=0
export IMPL_ys_sh_aoi_pct=0.599
export IMPL_finalWeightedCongestion=0.745
export IMPL_cts_resized=0
export IMPL_startpoint_type="register"
export IMPL_r2r_end="counter_q[22]"
export IMPL_endpoint="s_axi_control_rdata[28]"
export IMPL_clock_latency_ns=0.29
export IMPL_ys_cells=196
export IMPL_cpMaxStageDelayCell="dfrtp_1"
export IMPL_finalClockSkew_ns=0.0160
export IMPL_ys_types=31
export IMPL_layout_top_cells="54 x clkdlybuf4s50_1, 37 x dfrtp_1, 21 x xor2_1"
export IMPL_drv_slew=0
export IMPL_cap_violations=0
export IMPL_rsz0062_at_grt="false"
export IMPL_r2r_cells=5
export IMPL_yosysWarnings=1
export IMPL_vdd_drop_max_mv=0.0717
export IMPL_ff_type="dfrtp_1"
export IMPL_timing_rr_start="counter_q[0]"
export IMPL_first_pass_iters=4
export IMPL_wirelength_um=3200
export IMPL_dieArea_mm2=0.00730
export IMPL_yosys_register_bits=38
export IMPL_crit_family="flip-flops"
export IMPL_cts_buffer_depth=2
export IMPL_drtIter0Drc=76
export IMPL_cp_required_ns=5.84
export IMPL_power_density_mw_per_mm2=161
export IMPL_area_growth_pct=21.0
export IMPL_grt_pass1_vias=1215
export IMPL_grt_use_total_pct=9.62
export IMPL_worstPathMaxFanout=14
export IMPL_arrival_ns=1.35
export IMPL_design_core_area_mm2=0.00676
export IMPL_dieWidth_um=85.5
## flip-flops by register name (all words and copies together) (netlist names)
register / cells
counter_q: 32
s_axi_control_arready: 1
axi_read_active: 1
s_axi_control_bvalid: 1
read_data: 3
## through the flow
stage / cell area (µm²) / util, % / power [W]
final: 2530 / 37.4 / 0.000408
after global routing: 2530 / 37.4 / 0.000427
after CTS: 2530 / 37.4 / 0.000414
after detailed placement: 2420 / 35.8 / 0.000238
after global placement: 2420 / 35.8 / 0.000238
after floorplan: 2120 / - / 0.000224
## cell type report
type / count / area (µm²) / area share [%]
Clock buffer: 5 / 68.8 / 2.72
Clock inverter: 3 / 40.0 / 1.58
Inverter: 5 / 18.8 / 0.743
Multi-Input combinational cell: 115 / 795 / 31.4
Sequential cell: 38 / 952 / 37.7
Tap cell: 80 / 100 / 3.96
Timing Repair Buffer: 56 / 553 / 21.9
## cell usage after synthesis (3+ instances only)
cell / count / area (µm²)
and4_1: 3 / 26.3
nand2_1: 14 / 52.6
nor3_1: 10 / 50.1
dfrtp_1: 37 / 926
xor2_1: 21 / 184
xnor2_1: 9 / 78.8
nor4_4: 3 / 63.8
nand3_1: 8 / 40.0
nor4_1: 6 / 37.5
inv_1: 5 / 18.8
buf_4: 44 / 330
nand4_1: 5 / 31.3
nor2_1: 8 / 30.0
## worst min-delay path by stage
stage / from / endpoint / slack, ns / depth (start not counted)
finish: counter_q[14] / counter_q[14] / 0.46 / 1
CTS: counter_q[14] / counter_q[14] / 0.47 / 1
global route: counter_q[31] / counter_q[31] / 0.50 / 1
## power breakdown
| group | leakage (nW) | internal (W) | switching (W) | total, W |
|---|---|---|---|---|
| registers | 0.503 | 0.000213 | 0.00000235 | 0.000215 |
| clock network | 0.0579 | 0.000101 | 0.0000739 | 0.000174 |
| logic | 0.615 | 0.0000118 | 0.00000620 | 0.0000180 |
## kinds of logic after synthesis
family / count (synthesis)
flops: 38
buf+inv: 52
simple gates: 71
other cells: 2
xor+xnor: 30
compound gates: 2
fa+ha+maj: 1
## metal layers
metal	part of all wire (%)	global-route usage, %
met5	0	0
met4	1.7	1.36
met3	5.9	2.47
met2	45	15.5
met1	47	13.8
Power is estimated from default activity; no workload was simulated.
